`flow/design.v`:
```
`timescale 1ns / 1ps
module sipo(si,clk,clr,po);
input si,clk,clr;
output  [3:0] po;
reg [3:0] temp;
wire clk1;
counter c1 (clk,clr,clk1);
always @(posedge clk1) begin 
if(clr)
    temp= 4'b0000;
else
    temp={temp[2:0],si};
end
assign po=temp;
endmodule
module counter(clk,rst,clk1);
input clk,rst;
output clk1;
reg [24:0] q;
assign clk1=q[24];
always @(posedge clk )
if(rst)
    q=25'b0;
else
    q=q+1;
 endmodule
```
`flow/run.sh`:
```
#!/bin/bash
# OpenROAD 26Q1-2900-gdf79404cd8, Yosys 0.63+post, stock flow scripts
make -C /OpenROAD-flow-scripts/flow DESIGN_CONFIG=/design/flow/config.mk WORK_HOME=/design/flow/orfs finish
```
`flow/config.mk`:
```
export PLATFORM = sky130hd
export DESIGN_NAME = sipo
export DESIGN_NICKNAME = sipo
export VERILOG_FILES = /design/flow/design.v
export SDC_FILE = /design/flow/constraint.sdc
export NUM_CORES = 4
export LEC_CHECK = 1
export CORE_AREA = 10 10 110 110
export DIE_AREA = 0 0 120 120
```
`flow/constraint.sdc`:
```
current_design sipo

set clk_period 3.3
set clk_io_pct 0.2

create_clock -name clk0 -period $clk_period [get_ports {clk}]

set non_clock_inputs [all_inputs -no_clocks]
set_input_delay [expr $clk_period * $clk_io_pct] -clock clk0 $non_clock_inputs
set_output_delay [expr $clk_period * $clk_io_pct] -clock clk0 [all_outputs]
```
==> GITHUB_STEP_SUMMARY <==
### Flow metrics

| Metric | Value |
|---|---|
| Outcome | `finished clean` |
| Synth cell types | `24` |
| Compound Share, Synth | `0.09167` |
| Largest net degree at the start of global routing | `30` |
| Via count | `approximately 900` |
| First-pass GRT wire length | `roughly 3700 um` |
| Final Cycle Share | `0.5405` |
| Max Cap Viol | `0` |
| Register pins left without a clock | `4` |
| Final tally of hold violations | `0` |
| Latency at later pin | `roughly 260 ps` |
| Period minus WS final | `approximately 1800 ps` |
| Die width | `around 120 um` |
| Design area | `around 1400 um2` |
| Post-cts hold-fix buffer tally | `0` |
| DRT antenna net count | `0` |
| Rows | `36` |
| Placed wire-length estimate | `about 1400 um` |
| Synth warn | `2` |
| Final Non-Filler Cells | `about 270` |
| Max Slew Vio Count | `0` |
| HP Class | `flop to flop` |
| Drt drc | `0` |
| Clk pin slew, worst setup/hold paths | `around 80 ps` |
| Max Clock Freq | `roughly 560 MHz` |
| Netlist Area Pre-Place | `about 1200 um2` |
| Core area | `9774 um2` |
| DR WL/cell | `7.360 um` |
| CTS tree | `done` |
| Post-CTS Setup Inserts | `0` |
| Dominant comb cell | `simple AND/OR/NAND/NOR gates` |
| Die Size | `between 10,000 and 15,000 um2` |
| Leak pwr | `between 0.4 and 0.5 nW` |
| Adder share | `0.01042` |
| Die H | `120 um` |
| Clock tree buffer depth | `2` |
| Startpoint types | `flop` |
| VDD IR-drop max | `0.0001553 V` |
| I/O pin total | `7` |
| Mux share | `0` |
| Vias in the first global route | `826` |
| PnR worst setup slack | `1516 ps` |
| Flops after synth | `29` |
| Setup TNS | `0 ps` |
| Synth Area in XOR/XNOR | `0.09479` |
| RSZ-0062 raised after global routing | `no` |
| Final setup viols | `0` |
| Starting DRT DRC Count | `33` |
| CP Max Fanout | `13` |
| Overflow after GRT | `0` |
| Yosys stat chip area | `1201 um2` |
| Slew headroom | `0.7880` |
| Buffers added on ports | `6` |
| H-tree Lvls | `1` |
| Crit path DAT | `about 2000 ps` |
| Cts bufs inserted | `3` |
| Pre-CTS setup slack | `around 1500 ps` |
| Mapped Avg Cell Area | `between 9 and 10 um2` |
| Share of cells above drive strength 1 | `0.05224` |
| Floorplan core density | `0.1229` |
| Crit path kind | `flop to flop` |
| Area share, top type | `0.4833` |
| Max Clock Skew | `5.456 ps` |
| Top post-synthesis cells by area | `dfxtp_1, xor2_1, nor2_1, and4_1, a21oi_1` |
| Cell Area, Placed | `about 1400 um2` |
| Initial antenna violation count | `0` |
| Cell total in the yosys stat output | `129` |
| Pwr Density | `approximately 340 nW/um2` |
| Actual slew at the worst max-slew pin | `317.1 ps` |
| Yosys simple share | `0.2844` |
| ANT cells | `0` |
| Post-CTS sizing | `0` |
| Area Growth Syn to Fin | `20.42%` |
| Via-per-instance ratio | `3.360` |
| Iteration tally of the first detailed-router pass | `4` |
| OpenROAD warnings | `25` |
| Endpoints left unconstrained | `8` |
| Dpl cells | `around 260` |
| RePlAce Congestion | `between 0.7 and 0.8` |
| Nature of the critical path endpoint | `flop` |
| Largest area contributor in the netlist | `dfxtp_1` |
| CP required | `3500 ps` |
| Final WL | `1965 um` |
| Clk root buf | `clkbuf_8` |
| Seq share, synth | `0.4833` |
| Gate Count Post-Synth | `between 100 and 150` |
| Gr usage total | `0.02946` |
## cells in the mapped netlist
library cell and count:
nor2b_1 5, nand4_2 1, nand3_1 8, o21ai_0 6, nand4_1 3, nor2_1 14, buf_4 1, buf_6 1
nand2_1 7, or3_1 6, or4_1 4, and3_1 2, clkbuf_1 3, dfxtp_1 29, xnor2_1 3, nand4_4 1
and2_1 1, o31ai_1 4, buf_2 1, inv_1 2, and4_1 6, a21oi_1 10, xor2_1 10, ha_1 1
## metrics by stage
stage                     hold WS (ps)    util  power [mW]
after global placement           439.6  0.1432      0.3283
after floorplan                  426.1       -      0.3229
after global routing             513.4  0.1480      0.5218
after detailed placement         456.5  0.1432      0.3281
final                            471.8  0.1480      0.4946
after CTS                        476.9  0.1480      0.5037
## cell families after synthesis
group           Yosys count
simple gates             58
flops                    29
compound gates           20
xor+xnor                 13
buf+inv                   8
fa+ha+maj                 1
## power breakdown
part / leakage (nW) / internal, mW / switching, mW / total, mW
clock network: 0.0255 / 0.0842 / 0.0895 / 0.174
registers: 0.235 / 0.305 / 0.00280 / 0.307
logic: 0.201 / 0.00608 / 0.00742 / 0.0135
## layer usage
layer	GRT usage	up-vias	wire (um)
li1	-	463	-
met1	0.03914	417	1041
met2	0.04505	15	788
met3	0.01285	2	118
met4	0.003017	0	16
met5	0	-	0
## layout make-up
type / count / area (um2)
tap: 133 / 166.4
timing repair buffer: 7 / 67.56
clock buffer: 3 / 41.29
fill: 1094 / 8328
clock inverter: 1 / 5.005
sequential: 29 / 580.6
inverter: 2 / 7.507
multi-input combinational: 92 / 578.1
## final timing paths
path / slack, ps / startpoint / cells after the start / end
max reg2reg: 1520 / c1.q[5] / 4 / c1.q[23]
min reg2reg: 470 / c1.q[0] / 1 / c1.q[0]
max: 1520 / c1.q[5] / 4 / c1.q[23]
min: 470 / c1.q[0] / 1 / c1.q[0]
## critical path, cell delays in order, from the launching register on
cell,delay [ps]
dfxtp_1,400
and4_1,380
nand4_4,250
or4_1,550
a21oi_1,150
## sequential cells by signal, indices dropped and copies added, names as in the netlist
register / flops
c1.q: 25
temp: 4
## cell usage in the layout (no fill, tap or decap), drive strengths merged
cell type	netlist	final
and4	6	6
or4	4	4
or3	6	6
a21oi	10	10
buf	3	1
clkbuf	3	3
o31ai	4	4
nor2	14	14
clkinv	0	1
xor2	10	10
nand4	5	5
and2	1	1
o21ai	6	6
dfxtp	29	29
xnor2	3	3
nand3	8	8
and3	2	2
ha	1	1
clkdlybuf4s50	0	6
nor2b	5	5
nand2	7	7
inv	2	2
No activity file was given, so power comes from the tool's default toggle rates.
