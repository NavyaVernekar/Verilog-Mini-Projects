$ cat /design/flow/design.v
`timescale 1ns / 1ps
module fifo(clk,rst,wr,wr_in,rd,rd_out,full,empty,overflow,underflow,threshold);
input rd,wr,clk,rst;
input [7:0] wr_in;
output [7:0] rd_out;
output wire full,empty,overflow,underflow,threshold;
reg [7:0] fifo [0:15];
reg [3:0]readsp=0, writesp=0;
wire [3:0]count;
 assign count = writesp - readsp;
    assign full = (count == 15);
    assign empty = (count == 0);
    assign overflow = (wr && full);
    assign underflow = (rd && empty);
    assign threshold = (count < 8); 
 always @(posedge clk ) begin
           if (rst) begin
               writesp <= 4'h0;
               readsp <= 4'h0;
           end else begin
               if (wr && full)
                   writesp <= writesp;
               if (rd && empty)
                   readsp <= readsp;
               if (wr && ~full) begin
                   fifo[writesp] <= wr_in; writesp = writesp+1; end
               if (rd && ~empty) 
                    readsp <= readsp +1;
           end
       end
       assign rd_out = fifo[readsp];
endmodule
$ cat /design/flow/run.sh
#!/bin/bash
# OpenROAD 26Q1-2900-gdf79404cd8, Yosys 0.63+post, stock flow scripts
make -C /OpenROAD-flow-scripts/flow DESIGN_CONFIG=/design/flow/config.mk WORK_HOME=/design/flow/orfs finish
$ cat /design/flow/config.mk
export PLATFORM = sky130hd
export DESIGN_NAME = fifo
export DESIGN_NICKNAME = fifo
export VERILOG_FILES = /design/flow/design.v
export SDC_FILE = /design/flow/constraint.sdc
export NUM_CORES = 4
export LEC_CHECK = 1
export CORE_UTILIZATION = 30
$ cat /design/flow/constraint.sdc
current_design fifo

set clk_period 4.8
set clk_io_pct 0.2

create_clock -name clk0 -period $clk_period [get_ports {clk}]

set non_clock_inputs [all_inputs -no_clocks]
set_input_delay [expr $clk_period * $clk_io_pct] -clock clk0 $non_clock_inputs
set_output_delay [expr $clk_period * $clk_io_pct] -clock clk0 [all_outputs]
==> impl_metrics.py <==
# Physical implementation metrics
metrics = {
    "cts": {
        "cts_setup_buffers": 0,
        "cts-root-buf": "clkbuf_16",
        "cts_tree": "built",
        "clk_latency_ns": 0.41,
        "numCtsBuffers": 17,
        "clock-sinks": 136,
        "clk_pin_slew_ns": 0.06,
        "cts_hold_buf": 0,
        "h-tree-depth": 4,
        "ctsLongestPathBuffers": 2,
        "cts_resized": 0,
    },
    "run": {
        "warnings": 28,
        "maxCapViolations": 0,
    },
    "global_routing": {
        "grt_overflow": 0,
        "track_usage_pct": 14.0,
        "grt_first_pass_wirelength_um": 19300,
        "antenna_found_initial": 0,
        "grt_pass1_vias": 3258,
        "grt_max_degree": 28,
    },
    "setup_path": {
        "worstPathArrival_ns": 3.18,
        "r2r_slack_ns": 1.54,
        "critPathMaxFanout": 11,
        "end_kind": "primary output",
        "worst-setup-path-type": "flop to primary output",
        "critPathLaunchType": "flop",
        "cp_data_required_time_ns": 3.84,
    },
    "route": {
        "vias": 3174,
        "diodes": 0,
        "vias_per_cell": 4.89,
        "first_pass_iters": 4,
        "routed_wl_um": 12500,
        "detail-route-antenna-nets": 0,
        "drt_iter0_drc": 157,
        "wl_per_cell_um": 19.3,
        "drc": 0,
    },
    "sta": {
        "fin_crit_ns": 4.14,
        "setup_tns_ns": 0,
        "maxSlewViolCount": 0,
        "clock_skew_ns": 0.00685,
        "max_freq_mhz": 242,
        "slew_headroom_pct": 41.7,
        "timing.final.ws_setup_ns": 0.664,
        "max_slew.worst_pin.slew_ns": 0.871,
        "final_hold_viol_count": 0,
        "fin_crit_sh_pct": 86.2,
        "setup_violations": 0,
        "rsz0062_at_grt": "false",
    },
    "run_status": {
        "status": "complete, no violations",
    },
    "synthesis": {
        "mux_share_pct": 13.5,
        "synth_cell_types": 49,
        "synth-compound-area-share_pct": 4.34,
        "yosysWarnings": 1,
        "synthXorXnorAreaFrac_pct": 0.708,
        "top_area_share_pct": 65.9,
        "synth_flops": 136,
        "logic_family": "multiplexers",
        "most_common_cell": "edfxtp_1",
        "yosys.area_share.adder_pct": 2.06,
        "common_cells": "edfxtp_1, mux4_2, nand2_1",
        "synth.avg_cell_area_um2": 17.7,
        "ys_seq_share_pct": 68.7,
        "ys_chip_area_um2": 5830,
        "synthArstFlopShare_pct": 0,
        "top_area_cell": "edfxtp_1",
        "synthFlopType": "edfxtp_1",
        "ys_cells": 330,
        "enable_flop_cells": 128,
        "netlist_instances": 330,
        "top_cells_by_area": "edfxtp_1, mux4_2, dfxtp_1",
        "synth-simple-area-share_pct": 8.59,
        "netlist_area_um2": 5830,
    },
    "placed_design": {
        "hpwl_um": 7900,
        "gp_congestion": 0.835,
        "dpl.cell_count": 617,
        "pre_cts_slack_ns": 1.05,
        "port_buffers": 24,
    },
    "finish": {
        "fill_cells": 1744,
        "final_cells": 649,
        "area_growth_syn_to_layout_pct": 22.2,
        "drive_above_1_share_pct": 26.2,
    },
    "floorplan": {
        "fp.coreArea_um2": 18900,
        "die_h_um": 141,
        "fp_util_pct": 30.9,
        "io_pins": 25,
        "rows": 50,
        "fp.dieW_um": 141,
        "dieArea_um2": 20000,
    },
    "worst_hold_path": {
        "hp-class": "flop to flop",
    },
    "power": {
        "p_per_area_nw_per_um2": 482,
        "ir_worst_vdd_uv": 265,
        "cellLeakagePower_nw": 2.23,
    },
}
[state kept, by name, summed over array words and instances (netlist names)]
register,cells
writesp,4
fifo,128
readsp,4
[stage by stage]
step / instance area [um^2] / util [%] / hold WS (ns) / power (mW)
finish: 7120 / 37.7 / 0.609 / 3.44
global route: 7120 / 37.7 / 0.651 / 3.58
CTS: 7120 / 37.7 / 0.608 / 3.47
detailed placement: 6490 / 34.3 / 0.590 / 2.08
global placement: 6490 / 34.3 / 0.574 / 2.08
floorplan: 5830 / - / 0.541 / 1.83
[layout make-up]
class | instances | area, um^2 | area share, %
clock buffer | 17 | 425 | 5.97
clock inverter | 15 | 208 | 2.92
inverter | 10 | 37.5 | 0.527
multi-input combinational | 168 | 1740 | 24.4
sequential | 136 | 4010 | 56.2
tap | 260 | 325 | 4.57
timing repair buffer | 43 | 383 | 5.38
[final timing paths]
path	startpoint	end	cells after the start
setup / recovery	readsp[0]	underflow	8
hold / removal	writesp[0]	writesp[0]	2
setup reg to reg	readsp[2]	fifo[11][0]	6
hold reg to reg	writesp[0]	writesp[0]	2
[critical path, cell delays in order (launching register included)]
cell and delay [ns]:
dfxtp_2 0.57, ha_1 0.25, inv_1 0.06, fa_1 0.45, xnor2_2 0.36, and3_1 0.32
and3_1 0.19, and2_1 0.12, clkdlybuf4s50_1 0.45
[logic make-up after synthesis]
kind of cell	Yosys count
DFF	136
muxes	38
and+or+nand+nor	85
AOI/OAI and AO/OA	33
xor gates and xnor gates	3
adders and majority gates	9
buffers and inverters	26
[cell usage in the layout (no fill, tap or decap), types with 3 or more instances in the layout]
cell	n
a211oi_1	9
a21oi_1	5
a31oi_1	9
and2_1	10
buf_4	19
bufinv_16	5
clkbuf_16	17
clkdlybuf4s50_1	24
clkinv_1	4
clkinv_2	3
clkinvlp_4	3
dfxtp_1	7
edfxtp_1	128
ha_1	8
inv_1	8
mux4_2	32
nand2_1	19
nand2b_1	9
nand4bb_1	3
nor2_1	15
nor2b_1	3
nor4_1	3
nor4_2	8
[power breakdown]
group          total (mW)  switching, mW  internal (mW)
clock                1.38          0.469          0.912
sequential           1.34         0.0256           1.32
combinational       0.713          0.349          0.364
[routing by layer]
metal / global-route usage (%) / vias up / wire length, um
li1: - / 1418 / -
met1: 19.4 / 1589 / 5320
met2: 20.3 / 156 / 5550
met3: 9.04 / 11 / 1570
met4: 1.13 / 0 / 104
met5: 0 / - / 0
Power figures rest on the tool's default switching activity, not on a simulated workload.
